<file path="flow/config.mk">
export PLATFORM = sky130hd
export DESIGN_NAME = frequency_generator
export DESIGN_NICKNAME = frequency_generator
export VERILOG_FILES = /design/flow/design.v
export SDC_FILE = /design/flow/constraint.sdc
export NUM_CORES = 4
export LEC_CHECK = 1
export CORE_AREA = 10 10 70 70
export DIE_AREA = 0 0 80 80
</file>
<file path="flow/constraint.sdc">
current_design frequency_generator

set clk_period 2.1
set clk_io_pct 0.2

create_clock -name clk0 -period $clk_period [get_ports {clk_in}]

set non_clock_inputs [all_inputs -no_clocks]
set_input_delay [expr $clk_period * $clk_io_pct] -clock clk0 $non_clock_inputs
set_output_delay [expr $clk_period * $clk_io_pct] -clock clk0 [all_outputs]
</file>
<file path="flow/run.sh">
#!/bin/bash
# OpenROAD 26Q1-2900-gdf79404cd8, Yosys 0.63+post, stock flow scripts
make -C /OpenROAD-flow-scripts/flow DESIGN_CONFIG=/design/flow/config.mk WORK_HOME=/design/flow/orfs finish
</file>
<file path="flow/design.v">
module frequency_generator(clk_in,clk_out);
input clk_in;  
output clk_out;
reg [16:0] acc;
always @(posedge clk_in)
    acc <= acc +  2520;  
wire clk_out= acc[16];
endmodule
</file>
==> impl_metrics.tcl <==
# implementation run metrics
set metrics [dict create \
    comb_power_share_pct 0 \
    ant_nets 0 \
    numPlacedInstances 98 \
    setup_repair_after_global_routing_missed_its_margin "no" \
    placementRows 21 \
    seq_area_frac_synth_pct 52.6 \
    powerDensity_nw_per_um2 713 \
    clock.fmax_ghz 0.655 \
    firstDrtPassIters 4 \
    tally_of_openroad_warnings 25 \
    cts_tree "done" \
    drive_above_1_share_pct 16.1 \
    share_clk_of_total_power_pct 41.6 \
    dp_hpwl_microns 519 \
    timing_worst_slew_pin_value_ns 0.268 \
    synth-edff-count 0 \
    finalWorstPathRequiredPeriod_ns 1.53 \
    hold_buffers 0 \
    die_width_microns 80 \
    ys.flops 14 \
    required_ns 1.68 \
    crit_arrival_ns 1.11 \
    netlist_instances 51 \
    finalHoldViolCount 0 \
    clock_sinks 14 \
    area_growth_syn_to_layout_pct 19.5 \
    vias 349 \
    run_status "finished clean" \
    placer_s_final_routability_congestion_estimate 0.772 \
    drt_first_iter_violations 2 \
    die_area_sq_um 6400 \
    slew_headroom_pct 82.1 \
    biggestRegsByFlops "acc (14)" \
    io-pin-count 2 \
    path_cells "clkdlybuf4s50_1" \
    vdd_drop_max_v 0.000371 \
    die_height_microns 80 \
    drt-total-wl_microns 707 \
    residual_drc_count 0 \
    detailed_place.area_sq_um 601 \
    antennaDiodeCount 0 \
    track_usage_pct 2.26 \
    wl_per_cell_microns 6.93 \
    share_seq_of_total_power_pct 58.4 \
    critPathBufInv 1 \
    setup_ws_ns 0.573 \
    core-area_sq_um 3420 \
    ys_async_sr_fraction_pct 0 \
    global_route.overflow_total 0 \
    holdCritStartpoint "acc[3]" \
    synth-warning-count 1 \
    setup_total_negative_slack_ns 0 \
    top_register "acc" \
    crit_path_start "acc[16]" \
    worstReg2RegStart "acc[3]" \
    place_ws_ns 0.738 \
    worst-path-max-fanout 2 \
    hold_class "register to register" \
    clockBufferDepth 2 \
    layout.cells.non_filler 102 \
    netlist_area_sq_um 533 \
    clk_pin_slew_ns 0.08 \
    clock_skew_ns 0.00447 \
    slowest_stage "clkdlybuf4s50_1" \
    routed_via_density 3.42 \
    leakage_nw 0.192 \
    ys_cells 51 \
    timing.critical_path.max_delay_family "buffers and inverters" \
    yosys.stat.chipArea_sq_um 533 \
    slew_viol_final 0 \
    setup-violations-final 0 \
    syn_avg_cell_area_sq_um 10.5 \
    timing.setup.critical_path_class "register to output pin" \
    fp_util_pct 15.6 \
    layout.core_utilization_pct 18.6 \
    grt_antenna_before_repair 0 \
    cts_buffers 3 \
    first_pass_grt_wire_length_mm 1.19 \
    switching_share_pct 18.4 \
    grt_pass1_vias 274 \
    clk-insertion-delay-late_ns 0.27 \
    primary_flip_flop_cell_chosen_by_synthesis_mapping "dfxtp_1" \
    nFillCells 384 \
    cts_post_setup_buffers_inserted 0 \
    largest_reg_flops 14 \
    timing.final.crit_share_pct 72.7 \
    end_kind "output pin" \
    cellInternalPower_mw 0.371 \
    port_buffers 1 \
    cts.repair.resized 0 \
    crit_path_max_incr_delay_ns 0.48 \
    htree_num_levels 1 \
    yosys.cell_types.count 17 \
    drv.max_cap_violation_count 0 \
    grt_start_max_net_pins 9 \
    cts.root.buffer_cell "clkbuf_4" \
    reported_net_switching_power_mw 0.0834 \
    cp-start-kind "register" \
    layout.cell_area.non_filler_sq_um 637 \
]
[layout make-up]
class | count | area (sq um) | area share [%]
clock buffers | 4 | 36.3 | 5.70
well taps | 46 | 57.6 | 9.04
inverters | 3 | 11.3 | 1.77
flip-flops and latches | 14 | 280 | 44.0
repair buffers | 1 | 10.0 | 1.57
multi-input cells | 34 | 241 | 37.9
[cell usage in the layout, fill, tap and decap left out, drive strengths merged]
cell / synthesis / routed
ha: 1 / 1
inv: 3 / 3
xor2: 2 / 2
clkbuf: 0 / 4
nand2b: 2 / 2
nor2: 2 / 2
clkdlybuf4s50: 0 / 1
o211ai: 1 / 1
nor3: 1 / 1
a21oi: 2 / 2
a31oi: 1 / 1
o21ai: 4 / 4
nor3b: 1 / 1
xnor2: 9 / 9
nand2: 8 / 8
dfxtp: 14 / 14
[synth_stat cells (2+ instances only)]
cell      instances  area share [%]
dfxtp_1          14              53
xnor2_1           9              15
nand2_1           7             4.9
inv_1             3             2.1
o21ai_1           3             2.8
nand2b_1          2             2.3
nor2_1            2             1.4
xor2_1            2             3.3
[stage by stage]
step | hold WS, ns | power (mW)
2_1_floorplan | 0.387 | 0.271
3_3_place_gp | 0.397 | 0.271
3_5_place_dp | 0.402 | 0.271
4_1_cts | 0.422 | 0.462
5_1_grt | 0.466 | 0.474
6_report | 0.418 | 0.454
[worst paths after layout]
kind                            endpoint  cells past startpoint  slack, ns
worst max-delay path             clk_out                      1       0.57
worst min-delay path              acc[3]                      1       0.42
worst min register to register    acc[3]                      1       0.42
worst max register to register   acc[13]                      6       0.75
[kinds of logic (layout without fill, tap and decap cells)]
kind of cell             count (synthesis)  in the layout  share of synthesized area (%)
flip-flops                              14             14                           52.6
XOR/XNOR                                11             11                           18.1
AND-OR/OR-AND                            8              8                           9.62
adder cells (fa/ha/maj)                  1              1                           2.35
buffers and inverters                    3              8                           2.11
AND/OR/NAND/NOR                         14             14                           15.3
[metal layers]
metal  track usage (%)  part of all wire (%)  vias to the layer above
met4             0.528                   1.1                        0
met1              2.99                    50                      160
li1                  -                     -                      178
met5                 0                     0                        -
met2              2.89                    40                        9
met3              1.59                   8.2                        2
[power groups by stage]
| stage | Sequential, mW | Clock, mW | Combinational, mW |
|---|---|---|---|
| 4_1_cts | 0.265 | 0.196 | 0.0000000583 |
| 5_1_grt | 0.265 | 0.208 | 0.0000000583 |
| 6_report | 0.265 | 0.189 | 0.0000000583 |
Power figures rest on the tool's default switching activity, not on a simulated workload.
