$ cat design/flow/config.mk
export PLATFORM = sky130hd
export DESIGN_NAME = uart_tx
export DESIGN_NICKNAME = uart_tx
export VERILOG_FILES = /design/flow/design.v
export SDC_FILE = /design/flow/constraint.sdc
export NUM_CORES = 4
export LEC_CHECK = 1
export CORE_AREA = 10 10 70 70
export DIE_AREA = 0 0 80 80
$ cat design/flow/constraint.sdc
current_design uart_tx

set clk_period 2.1
set clk_io_pct 0.2

create_clock -name clk0 -period $clk_period [get_ports {baud_clk}]
create_clock -name clk1 -period $clk_period [get_ports {clk}]

set non_clock_inputs [all_inputs -no_clocks]
set_input_delay [expr $clk_period * $clk_io_pct] -clock clk0 $non_clock_inputs
set_output_delay [expr $clk_period * $clk_io_pct] -clock clk0 [all_outputs]
$ cat design/flow/design.v
module uart_tx(
input clk,             
input  baud_clk,       
input  txd_start,      
input [7:0] byte_in,   
output bit_out,        
output reg done =1'b1  
);
reg [3:0] state;  
reg tx_bit;
always @(posedge baud_clk)
begin
if(~done) begin   
            case (state)
                4'b0000: state <=4'b0100;
                4'b0100:state <=4'b1000;  
                4'b1000:state <=4'b1001;  
                4'b1001:state <=4'b1010;  
                4'b1010:state <=4'b1011;  
                4'b1011:state <=4'b1100;  
                4'b1100:state <=4'b1101;  
                4'b1101:state <=4'b1110;  
                4'b1110:state <=4'b1111;  
                4'b1111:state <=4'b0001;  
                4'b0001:state <=4'b0010;  
                4'b0010:begin  state <=4'b0000;
                    done <=1;
                end  
                default:state <=4'b0000;
            endcase
end  
else if(txd_start) begin
    done <=1'b0;
end
end
always @(posedge clk)
begin
case (state)
    4'b0000: tx_bit <=1;
    4'b0100: tx_bit <=0;           
    4'b1000: tx_bit <=byte_in[0];  
    4'b1001: tx_bit <=byte_in[1];  
    4'b1010: tx_bit <=byte_in[2];  
    4'b1011: tx_bit <=byte_in[3];  
    4'b1100: tx_bit <=byte_in[4];  
    4'b1101: tx_bit <=byte_in[5];  
    4'b1110: tx_bit <=byte_in[6];  
    4'b1111: tx_bit <=byte_in[7];  
    4'b0001: tx_bit <=1;           
    4'b0010: tx_bit <=1;
    default: tx_bit <=1;
endcase
end
assign bit_out =  tx_bit  ;  
endmodule
$ cat design/flow/run.sh
#!/bin/bash
# OpenROAD 26Q1-2900-gdf79404cd8, Yosys 0.63+post, stock flow scripts
make -C /OpenROAD-flow-scripts/flow DESIGN_CONFIG=/design/flow/config.mk WORK_HOME=/design/flow/orfs finish
==> results.txt <==
Physical implementation status

The flow ran to the end, and the final reports show no timing, DRC or antenna violations. The share of the core filled by cells before placement stands at 14.0%. The post-DP HPWL stands at 683 um. In the synthesized netlist the dominant register cell turns out to be sky130_fd_sc_hd__edfxtp_1. Per the STA report, the cell with the highest stage delay on the worst path is sky130_fd_sc_hd__clkdlybuf4s50_1. A synthesized cell averages 18.4 sq um. The chip area from the yosys synthesis statistics stands at 478 sq um.

STA classifies the critical path startpoint as a flip-flop. Relative to the synthesized area, the layout overhead comes to 40.6%. In this run the tool buffered the top-level ports with 11 buffer cells. Grouping stages by cell kind, the critical path spends the most delay in buffers and inverters.

All stages included, the depth of the critical timing path comes to 1. The mapped netlist covers 478 sq um. In the Yosys stats the netlist draws on 13 distinct library cells. STA classifies the critical path endpoint as a primary output.

The final number of setup-violating endpoints stands at 0. The analysis attributes to cell leakage a power of 0.178 nW. Looking at the clock tree report, the root buffer type is sky130_fd_sc_hd__clkbuf_4.

The reg-to-reg setup timing slack stands at 0.74 ns. By count the netlist is led by sky130_fd_sc_hd__edfxtp_1, sky130_fd_sc_hd__a22oi_1, sky130_fd_sc_hd__dfxtp_1. The data arrival at the endpoint of the critical path stands at 1.07 ns. The total track usage stands at 3.00%. Setup repair after global routing left no endpoint under its margin. In this run the deepest clock path goes through 2 buffers.

The width of the die stands at 80 um. In the post-synthesis netlist, the biggest area contributors are sky130_fd_sc_hd__edfxtp_1, sky130_fd_sc_hd__dfxtp_1, sky130_fd_sc_hd__a221oi_2, sky130_fd_sc_hd__a22oi_1, sky130_fd_sc_hd__a22o_1. The endpoint identified for the worst register-to-register timing path is tx_bit. The async set-or-reset flop fraction in the synthesized netlist stands at 0%.

Counting the warning lines in the Yosys log gives 1. In this run, post-CTS repair resized a total of 0 instances. The floorplan step defined a die boundary enclosing 0.00640 sq mm. TritonCTS built the clock tree. The report lists the number of standard-cell rows as 21. 13 I/O pins were placed. The final antenna diode tally reported by the flow is 0. The number of buffers added to fix hold violations after cts stands at 0. After detailed routing, the total wire length is 905 um. The max-slew violation count stands at 0.

The report puts the cell count of the worst reg-to-reg path at 3. The number of buffers inserted to repair setup after CTS stands at 0. The die is 80 um tall.

The synthesized design spends more area on one cell type than any other, namely sky130_fd_sc_hd__edfxtp_1. The via count stands at 286. Yosys instantiated no cell more often than sky130_fd_sc_hd__edfxtp_1.

The remaining max-slew budget at the tightest pin stands at 67.5%. The number of iterations in the first detailed-routing pass stands at 2. The synthesized design contains 12 enable-type register cells.

The largest net degree at the start of global routing stands at 15. Setup slack on the critical path of the routed design comes to 0.614 ns. The sequential element share of the synthesized area stands at 83.8%. The clock-pin slew of the registers on the worst-case setup and hold paths stands at 0.07 ns. VDD sags by at most 202 uV. The number of antenna violations at the first check in global routing is 0. The register bit count reported by yosys stands at 14. The worst-margin pin slew stands at 0.488 ns. The count of warning messages emitted by the tools stands at 27. The via count of the first global-routing pass came to 299. The remaining antenna violation count stands at 0. Looking at the critical path, the highest net fanout was 2. The portion of synthesized cell area occupied by the leading cell type stands at 75.4%. The total buffers and inverters traversed by the critical path stands at 1.

Traced cell by cell, the critical path runs through clkdlybuf4s50_1. The worst hold path belongs to the class flip-flop to flip-flop. The wire length of the first global-routing pass stands at 1460 um.

The final RePlAce weighted congestion stands at 0.771. The core region is 0.00342 sq mm. The power density normalized to cell area stands at 869 mW/mm^2. The critical path starts at done. Counting endpoints that fail hold in the final report gives 0. The setup TNS stands at 0 ns. The post-detailed-route via-to-cell ratio stands at 3.29. The number of buffers added by the clock tree synthesis step stands at 3. After detailed routing, the number of remaining DRC violations is 0.

The worst setup path is of the flip-flop to primary output kind. The data required time at the worst endpoint stands at 1.68 ns. In the final run the clock tree shows a worst skew of 0.00151 ns. The worst slack after detailed placement stands at 0.633 ns.

The reported max-cap violation count stands at 0. For reference, the critical path is captured by done. In the final layout, the fill cell count is 382. The routed wirelength normalized by instance count stands at 10.4 um.

After synthesis, the design contains 26 cells according to Yosys. For this run the aggregate overflow at the end of global routing stands at 0. Per the final layout report, the fraction of cells sized above drive strength 1 comes to 9.76%. The detailed router's first-iteration violation count stands at 23. Per STA, the highest per-stage delay on the worst path measures 0.47 ns. The synthesized netlist cell count stands at 26. CTS built an H-tree with a depth of 1.
## routing by layer
| layer | wire length, um | global-route usage, % | part of all wire [%] | vias up |
|---|---|---|---|---|
| li1 | - | - | - | 136 |
| met1 | 426 | 4.08 | 47 | 135 |
| met2 | 353 | 3.69 | 39 | 15 |
| met3 | 124 | 2.50 | 14 | 0 |
| met4 | 0 | 0.176 | 0 | 0 |
| met5 | 0 | 0 | 0 | - |
## worst min-delay path by stage
stage                 startpoint   endpoint  slack, ns  depth (start not counted)
final                  flip-flop  flip-flop       0.42                          0
after global routing   flip-flop  flip-flop       0.46                          0
after CTS              flip-flop  flip-flop       0.43                          0
## final cells by class
type                            instances  area (sq um)  area share [%]
Timing Repair Buffer                   11           110            16.4
Multi-Input combinational cell         11          73.8            11.0
Tap cell                               46          57.6            8.57
Inverter                                1          3.75           0.559
Sequential cell                        14           400            59.6
Clock buffer                            4          26.3            3.91
## metrics by stage
step	total power (W)	hold slack, ns	util, %	std cells	area [sq um]
CTS	0.000593	0.426	19.7	87	672
global placement	0.000439	0.403	18.9	83	646
floorplan	0.000390	0.400	-	26	478
detailed placement	0.000442	0.408	18.9	83	646
finish	0.000584	0.424	19.7	87	672
global route	0.000616	0.460	19.7	87	672
## power by group
part	switching [W]	internal (W)
clock	0.0000777	0.0000736
sequential	0.00000392	0.000338
combinational	0.0000535	0.0000371
total	0.000135	0.000449
## layout by cell type, fill, tap and decap left out
| cell type | count |
|---|---|
| sky130_fd_sc_hd__a22oi_1 | 2 |
| sky130_fd_sc_hd__inv_1 | 1 |
| sky130_fd_sc_hd__nor4_1 | 1 |
| sky130_fd_sc_hd__clkbuf_4 | 3 |
| sky130_fd_sc_hd__edfxtp_1 | 12 |
| sky130_fd_sc_hd__nor2_1 | 1 |
| sky130_fd_sc_hd__nand3_1 | 1 |
| sky130_fd_sc_hd__nand4_1 | 1 |
| sky130_fd_sc_hd__o21ai_0 | 1 |
| sky130_fd_sc_hd__dfxtp_1 | 2 |
| sky130_fd_sc_hd__a221oi_2 | 1 |
| sky130_fd_sc_hd__nor3_1 | 1 |
| sky130_fd_sc_hd__a22o_1 | 1 |
| sky130_fd_sc_hd__clkbuf_1 | 1 |
| sky130_fd_sc_hd__clkdlybuf4s50_1 | 11 |
| sky130_fd_sc_hd__nand2_1 | 1 |
## logic make-up (layout without fill, tap and decap cells)
| kind of cell | after synthesis | count (layout) | share of synthesized area, % |
|---|---|---|---|
| buffers and inverters | 1 | 16 | 0.785 |
| AND-OR/OR-AND | 5 | 5 | 9.16 |
| AND/OR/NAND/NOR | 6 | 6 | 6.28 |
| flip-flops | 14 | 14 | 83.8 |
Power figures rest on the tool's default switching activity, not on a simulated workload.
